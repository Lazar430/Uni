`flow/run.sh`:
```
#!/bin/bash
# OpenROAD 26Q1-2900-gdf79404cd8, Yosys 0.63+post, stock flow scripts
make -C /OpenROAD-flow-scripts/flow DESIGN_CONFIG=/design/flow/config.mk WORK_HOME=/design/flow/orfs finish
```
`flow/config.mk`:
```
export PLATFORM = sky130hd
export DESIGN_NAME = hex
export DESIGN_NICKNAME = hex
export VERILOG_FILES = /design/flow/design.v
export SDC_FILE = /design/flow/constraint.sdc
export NUM_CORES = 4
export LEC_CHECK = 1
export CORE_AREA = 10 10 70 70
export DIE_AREA = 0 0 80 80
```
`flow/constraint.sdc`:
```
current_design hex

set clk_period 1.5
set clk_io_pct 0.2

create_clock -name clk0 -period $clk_period

set non_clock_inputs [all_inputs -no_clocks]
set_input_delay [expr $clk_period * $clk_io_pct] -clock clk0 $non_clock_inputs
set_output_delay [expr $clk_period * $clk_io_pct] -clock clk0 [all_outputs]
```
`flow/design.v`:
```
module hex(input [3 : 0]i, output [6:0]seg);
   assign seg[6] = ( ~(i[3]) & (i[2]) & ~(i[1]) & (i[0]) ) |
		   ( ~(i[3]) & ~(i[2]) & (i[1]) & (i[0]) ) |
		   ( ~(i[3]) & (i[2]) & (i[1]) & (i[0]) ) |
		   ( (i[3]) & (i[2]) & (i[1]) & ~(i[0]) );
   assign seg[5] = ( ~(i[3]) & (i[2]) & ~(i[1]) & (i[0]) ) |
		   ( ~(i[2]) & (i[1]) & (i[0]) ) |
		   ( (i[3]) & (i[2]) & (i[1]) ) |
		   ( (i[3]) & ~(i[2]) & (i[0]) );
   assign seg[4] = ( (i[3]) & ~(i[2]) & ~(i[1]) & ~(i[0]) ) |
		   ( (i[3]) & (i[1]) & (i[0]) ) |
		   ( ~(i[2]) & (i[1]) & (i[0]) );
   assign seg[3] = ( ~(i[3]) & (i[2]) & ~(i[1]) & ~(i[0]) ) |
		   ( ~(i[3]) & ~(i[2]) & ~(i[1]) & (i[0]) ) |
		   ( (i[3]) & (i[2]) & (i[1]) ) |
		   ( (i[3]) & ~(i[2]) & (i[1]) & ~(i[0]) );
   assign seg[2] = ( (i[2]) & ~(i[1]) ) |
		   ( ~(i[3]) & ~(i[1]) & (i[0]) ) |
		   ( ~(i[3]) & (i[2]) & ~(i[1]) );
   assign seg[1] = ( ~(i[3]) & (i[2]) & (i[1]) & (i[0]) ) |
		   ( (i[2]) & ~(i[1]) & ~(i[0]) ) |
		   ( (i[3]) & ~(i[1]) & ~(i[0]) ) |
		   ( (i[3]) & (i[2]) & (i[1]) );
   assign seg[0] = ( (i[3]) & (i[2]) & ~(i[1]) & (i[0]) ) |
		   ( ~(i[3]) & ~(i[1]) & ~(i[0]) );
endmodule  
```
==> results.json <==
{
  "status": "finished clean",
  "wl_per_cell_um": 8.97,
  "antenna_found_initial": 0,
  "final.min_clock_period_ns": 1.47,
  "period_used_pct": 97.9,
  "design_area_um2": 475,
  "max_freq_mhz": 681,
  "route.detailed.drc": 0,
  "p_comb_share_pct": 100.0,
  "wirelength_um": 879,
  "io_buffers": 11,
  "hpwlAfterDp_um": 540,
  "warnings": 33,
  "yosysTopAreaCell": "or4b_1",
  "setup_ws_ns": 0.0322,
  "nClkBuffers": 0,
  "routabilityCongestion": 0.597,
  "gr-total-overflow": 0,
  "drt_iter0_drc": 9,
  "yosysChipArea_um2": 178,
  "drv_cap": 0,
  "max_slew_margin_pct": 86.0,
  "lay_top_cells": "buf_4, buf_2, buf_6",
  "placed_area_um2": 358,
  "die_h_um": 80,
  "critPathRequiredTime_ns": 1.20,
  "ys.warnings.count": 0,
  "internal_power_mw": 0.0700,
  "cp_max_fo": 4,
  "yosys_cells": 28,
  "ios": 11,
  "grt.total_usage_pct": 2.38,
  "yosysTopAreaCellShare_pct": 11.3,
  "die_x_um": 80,
  "critPathLaunchType": "primary input",
  "p_clk_share_pct": 0,
  "syn_inst": 28,
  "min_path_type": "in -> out",
  "grt_max_degree": 8,
  "pwr-share-seq_pct": 0,
  "viasPerCell": 3.02,
  "switching_share_pct": 39.2,
  "synth.avg_cell_area_um2": 6.35,
  "num_vias": 296,
  "grt_pass1_vias": 261,
  "cp.arrival_ns": 1.17,
  "chip_area_um2": 6400,
  "leakage_nw": 0.209,
  "dpl_worst_slack_ns": -0.711,
  "setup.worst_path.class": "in -> out",
  "ant_nets": 0,
  "cp-end-kind": "output pin",
  "hold_violations": 0,
  "area_delta_synth_final_pct": 168,
  "fin_setup_tns_ns": 0,
  "final_max_slew_viol_count": 0,
  "ys_seq_share_pct": 0,
  "regArea_um2": 0,
  "power.net_switching_mw": 0.0451,
  "synth_area_um2": 178,
  "first_pass_iters": 2,
  "worst_slew_pin_slew_ns": 0.209,
  "rows": 21,
  "setup_violations": 0,
  "drive_gt1_share_pct": 65.4,
  "mostFrequentLayoutCell": "buf_4",
  "seq_cells": 0,
  "synth.distinct_cells": 19,
  "ctsHoldBuffers": 0,
  "p_per_area_nw_per_um2": 242,
  "insertedDiodeCount": 0,
  "synthTopCellsByArea": "or4b_1, nand2b_1, nor2b_1, buf_6, nand4bb_1",
  "vdd_drop_max_v": 0.0000396,
  "fp_util_pct": 5.20,
  "grt_pass1_wl_um": 1280,
  "core_um2": 3420,
  "nFillCells": 391
}
==> repair_timing <==
action | in CTS | in global routing
setup endpoints to repair | 7 | 5
gates cloned | 0 | 0
buffers inserted | 6 | 6
resized | 46 | 5
pin swaps | 6 | 1
==> per-layer routing <==
layer	share of wire, %	global-route usage, %	vias to the layer above
met5	0	0	-
met4	0	0	0
met3	7.1	0.795	0
met2	51	3.85	6
met1	42	3.16	138
li1	-	-	152
==> worst max-delay path: stages <==
cell	delay, ns
buf_6	0.10
buf_6	0.11
buf_6	0.11
buf_6	0.11
nor2b_4	0.11
a221oi_2	0.18
buf_2	0.14
==> through the flow <==
step	util, %	hold slack (ns)	total power, mW	std cells
after floorplan	-	0.727	0.0346	28
after global placement	10.5	1.67	0.0852	86
after detailed placement	10.5	1.69	0.0858	86
after CTS	12.4	1.00	0.0991	92
after global routing	13.9	1.00	0.126	98
final	13.9	0.964	0.115	98
==> cell type report <==
cell class / count / area [µm²] / share of cell area [%]
repair buffers: 28 / 219 / 46.1
multi-input cells: 23 / 195 / 41.1
well taps: 46 / 57.6 / 12.1
inverters: 1 / 3.75 / 0.789
==> kinds of logic (layout without fill, tap and decap cells) <==
group / after synthesis / in the layout / share of synthesized area [%]
AND-OR/OR-AND: 6 / 6 / 23.2
buffers and inverters: 5 / 29 / 16.2
AND/OR/NAND/NOR: 17 / 17 / 60.6
==> synth_stat cells <==
| cell type | instances |
|---|---|
| nor2b_1 | 2 |
| nand2b_1 | 3 |
| nand2_1 | 1 |
| nand4bb_1 | 1 |
| o22ai_1 | 1 |
| a21oi_1 | 2 |
| clkbuf_1 | 1 |
| inv_1 | 1 |
| nor2_1 | 3 |
| buf_6 | 1 |
| a221oi_1 | 1 |
| nand4_1 | 1 |
| or4b_1 | 2 |
| nand3b_1 | 1 |
| or2_2 | 1 |
| o32ai_1 | 1 |
| buf_2 | 2 |
| nand3_1 | 2 |
| o211ai_1 | 1 |
==> final timing paths <==
check / from / endpoint / slack, ns / cells after the start
setup / recovery: i[0] / seg[1] / 0.03 / 7
hold / removal: i[0] / seg[4] / 0.96 / 4
==> power by group through the flow <==
stage	clock network, mW	logic (mW)	registers (mW)
after CTS	0	0.0991	0
after global routing	0	0.126	0
final	0	0.115	0
Power is estimated from default activity; no workload was simulated.
