--- design/flow/run.sh ---
#!/bin/bash
# OpenROAD 26Q1-2900-gdf79404cd8, Yosys 0.63+post, stock flow scripts
make -C /OpenROAD-flow-scripts/flow DESIGN_CONFIG=/design/flow/config.mk WORK_HOME=/design/flow/orfs finish
--- design/flow/config.mk ---
export PLATFORM = sky130hd
export DESIGN_NAME = sumator
export DESIGN_NICKNAME = sumator
export VERILOG_FILES = /design/flow/design.v
export SDC_FILE = /design/flow/constraint.sdc
export NUM_CORES = 4
export LEC_CHECK = 1
export CORE_AREA = 10 10 70 70
export DIE_AREA = 0 0 80 80
--- design/flow/constraint.sdc ---
current_design sumator

set clk_period 2.3
set clk_io_pct 0.2

create_clock -name clk0 -period $clk_period

set non_clock_inputs [all_inputs -no_clocks]
set_input_delay [expr $clk_period * $clk_io_pct] -clock clk0 $non_clock_inputs
set_output_delay [expr $clk_period * $clk_io_pct] -clock clk0 [all_outputs]
--- design/flow/design.v ---
module FAC(input a, b, c_in, output s, c_out);
   assign s = a ^ b ^ c_in;
   assign c_out = (a & b) | (b & c_in) | (c_in & a);
endmodule
module sumator(input [3:0]a, b, input c_in, output [3:0]s, output c_out);
  wire c1;
  wire c2;
  wire c3;
  FAC f0(a[0], b[0], c_in, s[0], c1);
  FAC f1(a[1], b[1], c1, s[1], c2);
  FAC f2(a[2], b[2], c2, s[2], c3);
  FAC f3(a[3], b[3], c3, s[3], c_out);
endmodule  
==> reports/metrics.yaml <==
run_status:
  run_status: "finished, violations left"
  failed_checks: "setup timing"
place:
  count_of_placed_standard_cells_including_taps: 74
  globalplace.congestion: 0.6611
  pre_cts_ws_ps: -1001
  numPortBuffers: 14
  dpl_cell_area_um2: 320.3
  placed_wire_length_estimate_um: 513.4
logic_synthesis:
  mux_share_pct: 0
  syn-mean-instance-area_um2: 8.202
  seq_area_frac_synth_pct: 0
  netlist.top_cell.by_instances: "inv_1"
  synth.cells.most_frequent: "inv_1, buf_4, fa_1"
  synth-area-yosys_um2: 147.6
  yosys_warnings: 0
  ys_sh_simple_pct: 0
  post_synth_fa_ha_maj_area_fraction_pct: 54.24
  synth.top_cells.by_area: "fa_1, inv_1, buf_4"
  synth_cell_types: 3
  synth_top_cell_by_area: "fa_1"
  top_area_share_pct: 54.24
  synth-compound-area-share_pct: 0
  synthTopLogicFamily: "adder cells"
  synth-cells-yosys: 18
  synthXorXnorAreaFrac_pct: 0
  post_synth_instance_area_um2: 147.6
  post_synth_inst_count: 18
final_layout:
  final_core_utilization_pct: 9.158
  areaGrowthSynthToFinish_pct: 111.9
  fin_cells: 74
  register_area_um2: 0
  n_fill_cell: 404
  comb_area_um2: 87.58
  final_layout_size_suffix_gt1_share_pct: 50.00
  n_sequential_cell: 0
  number_of_clock_buffer_instances_in_the_layout: 0
  postLayoutCellArea_um2: 312.8
setup_path:
  crit_path_frequent_cell: "fa_2"
  crit_path_start_kind: "input pin"
  cp_slowest_cell: "fa_1"
  critPathMaxFanout: 1
  worst-setup-path-type: "in2out"
  cp_cell_sequence: "buf_6 -> inv_4 -> fa_2 -> inv_2 -> fa_2 -> fa_2 -> inv_2 -> fa_1 -> inv_1 -> buf_2"
  cp.buffers_inverters: 6
  cp.required_ps: 1840
  cp_data_arrival_time_ps: 2110
  cp-end-kind: "output port"
  critical_path.max_stage_delay_ps: 400
  critical-path-top-delay-family: "adder cells"
floorplan:
  number_of_standard_cell_rows_in_the_floorplan: 21
  ios: 14
  fp.dieW_um: 80
  chip_area_um2: 6400
  coreArea_um2: 3416
  floorplan.core_util_pct: 4.322
  dieHeight_um: 80
global_routing:
  grt_overflow: 0
  grt_pass1_vias: 135
  all_layer_gr_usage_pct: 1.439
  first_pass_grt_wire_length_um: 696
  grt_max_degree: 2
  antenna_found_initial: 0
route:
  totalWireLength_um: 505
  routed_via_count: 123
  via_per_inst: 1.662
  post_drt_antenna_nets: 0
  post_drt_wl_per_cell_um: 6.824
  drt_pass1_iterations: 1
  route.antenna.diode_count: 0
  drc_errors: 0
  initialDrtViolationCount: 0
power:
  seqPwrFrac_pct: 0
  irDropWorstVdd_v: 0.00001987
  pwr-share-clk_pct: 0
  p_int_mw: 0.03584
  share_comb_of_total_power_pct: 100.0
  total_leakage_power_nw: 0.1405
  power.density_cell_area_nw_per_um2: 179.4
  total_switching_power_mw: 0.02029
  swShare_pct: 36.15
timing:
  setup_viol_count_final: 2
  drv_slew: 0
  period_needed_ps: 2567
  finalCritPeriodShare_pct: 111.6
  setup_repair_after_global_routing_missed_its_margin: "true"
  timing_worst_slew_pin_value_ps: 109.9
  fin_ws_ps: -267.4
  maxClockFrequency_mhz: 389.5
  max_transition_margin_pct: 92.65
  timing.setup.tns_ps: -337.0
  final-hold-violation-count: 0
hold_path:
  hold_path.class: "in2out"
clock_network:
  cts.repair_timing.setup_buffer_count: 0
run:
  maxCapViolCount: 0
  openroad.warnings: 35
[path summary, 6_finish.rpt]
check,endpoint,slack [ps],depth (start not counted),from
setup / recovery,s[3],-270,10,c_in
hold / removal,s[1],1550,3,b[1]
[power by group through the flow]
stage | Combinational [mW] | Clock (mW) | Sequential (mW)
6_report | 0.0561 | 0 | 0
5_1_grt | 0.0656 | 0 | 0
4_1_cts | 0.0601 | 0 | 0
[logic make-up (layout without fill, tap and decap cells)]
kind of cell | Yosys count | count (layout)
buffers and inverters | 14 | 24
adder cells (fa/ha/maj) | 4 | 4
[layer usage]
| layer | GRT usage (%) | vias to the layer above | routed length [µm] |
|---|---|---|---|
| li1 | - | 60 | - |
| met2 | 2.408 | 7 | 234 |
| met4 | 0 | 0 | 0 |
| met3 | 1.250 | 0 | 101 |
| met1 | 1.404 | 56 | 170 |
| met5 | 0 | - | 0 |
[area by class of cell]
class | count | share of cell area (%)
Tap cell | 46 | 18.40
Multi-Input combinational cell | 4 | 28.00
Inverter | 10 | 13.60
Timing Repair Buffer | 14 | 40.00
[repair_timing]
item	in CTS	in global routing
pin swaps	4	3
resized	31	2
endpoints found under the setup margin	5	3
hold buffers	0	0
endpoints found under the hold margin	0	0
[cell usage in the layout, fill, tap and decap left out]
cell type and n:
dlygate4sd2_1 3, fa_1 1, buf_6 3, inv_1 5, clkdlybuf4s50_1 5, inv_4 2
fa_2 3, clkbuf_2 1, inv_2 3, buf_2 2
[per-stage QoR]
| step | hold slack, ps | total power [mW] |
|---|---|---|
| after CTS | 1551 | 0.06007 |
| final | 1553 | 0.05613 |
| after global routing | 1602 | 0.06561 |
| after global placement | 1997 | 0.06639 |
| after detailed placement | 1999 | 0.06734 |
| after floorplan | 1147 | 0.03043 |
No activity file was given, so power comes from the tool's default toggle rates.
