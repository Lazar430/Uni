`design/flow/design.v`:
```
module clk_diver(input clk, rst,
                 output Q);
reg Q_reg, Q_nxt;
reg [24:0]counter_reg, counter_nxt;
always @(posedge clk or negedge rst)
begin
	if(rst == 0)
	  begin
		Q_reg <= 0;
		counter_reg <= 0;
	  end
	else
	  begin
	  	Q_reg <= Q_nxt;
	  	counter_reg <= counter_nxt;
	  end
end
always @(counter_reg, Q_reg)
begin
	if(counter_reg == 25)
	  begin
		counter_nxt = 0;
		Q_nxt = ~Q_reg;
	  end
	else
	  begin
		counter_nxt = counter_reg + 1;
		Q_nxt = Q_reg;
	  end
end
assign Q = Q_reg;
endmodule
```
`design/flow/run.sh`:
```
#!/bin/bash
# OpenROAD 26Q1-2900-gdf79404cd8, Yosys 0.63+post, stock flow scripts
make -C /OpenROAD-flow-scripts/flow DESIGN_CONFIG=/design/flow/config.mk WORK_HOME=/design/flow/orfs finish
```
`design/flow/config.mk`:
```
export PLATFORM = sky130hd
export DESIGN_NAME = clk_diver
export DESIGN_NICKNAME = clk_diver
export VERILOG_FILES = /design/flow/design.v
export SDC_FILE = /design/flow/constraint.sdc
export NUM_CORES = 4
export LEC_CHECK = 1
export CORE_AREA = 10 10 100 100
export DIE_AREA = 0 0 110 110
```
`design/flow/constraint.sdc`:
```
current_design clk_diver

set clk_period 3.3
set clk_io_pct 0.2

create_clock -name clk0 -period $clk_period [get_ports {clk}]

set non_clock_inputs [all_inputs -no_clocks]
set_input_delay [expr $clk_period * $clk_io_pct] -clock clk0 $non_clock_inputs
set_output_delay [expr $clk_period * $clk_io_pct] -clock clk0 [all_outputs]
```
==> run_results.csv <==
group,metric,value,unit
critical_path,timing.critical_path.cells,"or4_1 -> or4_4 -> nor2_4 -> xor2_1",
final_timing,tns,0,ps
clocking,clock-root-buffer,"clkbuf_8",
run,max_cap_viols,0,
power,power-per-cell-area,375,nW/µm²
floorplanning,placeableCoreArea,7810,µm²
min_path,hold_path_depth,1,
min_path,min_path_type,"reg -> reg",
critical_path,cp.arrival,1990,ps
power,power.ir.vdd_worst,142,µV
place,total_half_perimeter_wirelength_after_legalization_and_detailed_placement,1420,µm
drt,dr.pass1.iters,5,
grt,globalRoute.busiestLayer,"met1",
logic_synthesis,synth-area-yosys,1190,µm²
layout,post_route_core_utilization,0.179,
grt,grt.met2_usage,0.0457,
clocking,cts_tree,"built",
logic_synthesis,top_cells_by_area,"dfrtp_1, xnor2_1, xor2_1, nand4_1, nor2_1",
clocking,cts.reportedPaths.clkPinSlew,80,ps
drt,antenna_left,0,
place,port_buffers,2,
min_path,hold_path_end,"Q_reg",
clocking,ctsHoldBuffers,0,
power,power_leakage,0.000576,µW
final_timing,max_freq,553,MHz
final_timing,setup_viol,0,
final_timing,timing_max_transition_violations_final,0,
grt,grt_pass1_wl,3500,µm
floorplanning,ios,3,
logic_synthesis,yosysMostFrequentCell,"dfrtp_1",
critical_path,crit_family,"simple AND/OR/NAND/NOR gates",
layout,fillcell_total,869,
logic_synthesis,asyncSetResetFlopFracSynth,1.00,
critical_path,worstReg2RegStart,"counter_reg[12]",
logic_synthesis,edf_count,0,
grt,grt_overflow_total,0,
logic_synthesis,synth_cell_types,22,
layout,post_route_cells_drive_above_1_share,0.0796,
final_timing,finalHoldViolCount,0,
layout,largest_register_ffs,25,
drt,route.detailed.drc,0,
grt,global_route.usage.met1,0.0563,
drt,drtIter0Drc,25,
clocking,numCtsBuffers,3,
clocking,ctsHtreeMaxLevel,1,
final_timing,fin_hold_ws,487,ps
logic_synthesis,syn_avg_cell_area,11.1,µm²
logic_synthesis,mappedNetlistArea,1190,µm²
critical_path,reg2reg_depth,4,
critical_path,worstReg2RegEnd,"Q_reg",
clocking,post-cts-setup-buffer-count,0,
layout,ff_latch_area,651,µm²
grt,grt_antenna_before_repair,0,
critical_path,worstPathMaxFanout,6,
floorplanning,chipArea,12100,µm²
final_timing,max_slew.worst_pin.slew,503,ps
grt,grt_usage,0.0345,
final_timing,grt_setup_unrepaired,"no",
drt,routed_wl,1960,µm
logic_synthesis,yosys_stat_cell_total,107,
final_timing,skew,3.48,ps
final_timing,cycle_use_final,0.548,
layout,logic_area,526,µm²
clocking,post_cts.resized_instances,0,
drt,route.antenna.diode_count,0,
final_timing,final_period_minus_worst_setup_slack,1810,ps
critical_path,crit_path_max_incr_delay,530,ps
status,status,"finished clean",
run,openroad_warnings,26,
layout,syn_to_final_growth,17.4,%
min_path,min_from,"Q_reg",
critical_path,cp_slowest_cell,"or4_1",
floorplanning,initial_core_util,0.152,
critical_path,reg2reg_setup_slack,1490,ps
grt,grtUsageMet3,0.00999,
logic_synthesis,synth_flops,26,
clocking,clk_latency,260,ps
logic_synthesis,synth_largest_type_area_fraction,0.548,
drt,routed_via_density,3.49,
critical_path,endpoint_kind,"register",
critical_path,timing.setup.critical_path_class,"reg -> reg",
critical_path,critical_path.startpoint_type,"register",
logic_synthesis,syn-instance-count,107,
grt,via_count_of_the_first_global_routing_pass,739,
grt,grt_max_degree,27,
floorplanning,floorplan.rows,32,
floorplanning,chipWidth,110,µm
place,routability_driven_placement_congestion_ratio,0.787,
logic_synthesis,post-synth-top-area-cell,"dfrtp_1",
logic_synthesis,register_area_share_after_synthesis,0.548,
critical_path,worst_ep_required,3490,ps
critical_path,cp.buffers_inverters,0,
logic_synthesis,dominantRegCellSynth,"dfrtp_1",
clocking,clkSinkCount,26,
clocking,cts_buffer_depth,2,
logic_synthesis,netlist_top_cells_count,"dfrtp_1, xnor2_1, nor2_1, xor2_1",
floorplanning,die_h,110,µm
drt,post_drt_wl_per_cell,9.13,µm
logic_synthesis,yosys_warnings,1,
drt,dr_total_vias,751,
final_timing,slew-limit-headroom,0.662,
## cell usage in the layout, fill, tap and decap left out, types with 2 or more instances in the layout
cell type / n
nor4_1: 4
nor2_1: 11
ha_1: 2
nor3_1: 2
and4_1: 2
dfrtp_1: 26
nand3_1: 8
xnor2_1: 13
nand2_1: 8
clkdlybuf4s50_1: 2
clkbuf_8: 4
xor2_1: 11
inv_1: 2
or3_1: 2
nand4_1: 7
## worst reg2reg max path: stages (launching register included)
cell and delay, ps:
dfrtp_1 440, or4_1 530, or4_4 440, nor2_4 160
xor2_1 170
## layout make-up
| type | instances | share of cell area |
|---|---|---|
| Sequential cell | 26 | 0.467 |
| Multi-Input combinational cell | 78 | 0.377 |
| Tap cell | 102 | 0.0916 |
| Clock buffer | 4 | 0.0395 |
| Timing Repair Buffer | 3 | 0.0197 |
| Inverter | 2 | 0.00539 |
## per-layer routing
| metal | up-vias | routed length (µm) |
|---|---|---|
| met5 | - | 0 |
| met4 | 0 | 4 |
| met3 | 2 | 79 |
| met2 | 8 | 758 |
| met1 | 361 | 1120 |
| li1 | 380 | - |
## logic make-up (layout without fill, tap and decap cells)
family | count (synthesis) | after routing | share of synthesized area
simple gates | 52 | 52 | 0.244
flops | 26 | 26 | 0.548
xor+xnor | 24 | 24 | 0.177
buf+inv | 3 | 9 | 0.00948
fa+ha+maj | 2 | 2 | 0.0211
## worst max-delay path by stage
stage	start	to	slack [ps]	depth (start not counted)
CTS	counter_reg[12]	Q_reg	1490	4
global route	counter_reg[12]	Q_reg	1410	4
finish	counter_reg[12]	Q_reg	1490	4
## where the power goes
group	total, µW	switching [µW]	internal [µW]
Sequential	318	0	318
Combinational	7.73	5.91	1.81
Clock	196	90.1	106
## metrics by stage
step                instance area (µm²)  setup slack (ps)  power, µW  std cells
finish                             1390              1490        522        215
CTS                                1390              1490        532        215
global route                       1390              1410        548        215
global placement                   1340              1530        333        211
detailed placement                 1340              1530        333        211
floorplan                          1190              1590        325        107
Power is estimated from default activity; no workload was simulated.
